==> ./design.v <==
module alu_16op #(
    parameter IN_WIDTH  = 8,
    parameter OUT_WIDTH = 16,
    parameter CMD_ADD     = 8'b00000000,
    parameter CMD_SUB     = 8'b00000001,
    parameter CMD_MUL     = 8'b00000010,
    parameter CMD_DIV     = 8'b00000011,
    parameter CMD_INC     = 8'b00000100,
    parameter CMD_DEC     = 8'b00000101,
    parameter CMD_MOD     = 8'b00000110,
    parameter CMD_LT      = 8'b00000111,
    parameter CMD_AND     = 8'b10000000,
    parameter CMD_OR      = 8'b10000001,
    parameter CMD_XOR     = 8'b10000010,
    parameter CMD_NOT     = 8'b10000011,
    parameter CMD_LSH     = 8'b10000100,
    parameter CMD_RSH     = 8'b10000101,
    parameter CMD_EQ      = 8'b10000110,
    parameter CMD_NEQ     = 8'b10000111
)(
    input  wire [IN_WIDTH-1:0] a_in,
    input  wire [IN_WIDTH-1:0] b_in,
    input  wire [7:0]          command_in,
    input  wire                oe,
    output reg  [OUT_WIDTH-1:0] alu_out
);
    always @(*) begin
        if (oe) begin
            case (command_in)
                CMD_ADD:  alu_out = a_in + b_in;
                CMD_SUB:  alu_out = a_in - b_in;
                CMD_MUL:  alu_out = a_in * b_in;
                CMD_DIV:  alu_out = (b_in != 0) ? a_in / b_in : 16'hXXXX;
                CMD_INC:  alu_out = a_in + 1;
                CMD_DEC:  alu_out = a_in - 1;
                CMD_MOD:  alu_out = {8'b0, a_in % b_in};
                CMD_LT:   alu_out = {8'b0, (a_in < b_in)};
                CMD_AND:  alu_out = {8'b0, a_in & b_in};
                CMD_OR:   alu_out = {8'b0, a_in | b_in};
                CMD_XOR:  alu_out = {8'b0, a_in ^ b_in};
                CMD_NOT:  alu_out = {8'b0, ~a_in};
                CMD_LSH:  alu_out = {8'b0, a_in << 1};
                CMD_RSH:  alu_out = {8'b0, a_in >> 1};
                CMD_EQ:   alu_out = {8'b0, (a_in == b_in)};
                CMD_NEQ:  alu_out = {8'b0, (a_in != b_in)};
                default:  alu_out = 16'hXXXX;
            endcase
        end else begin
            alu_out = {OUT_WIDTH{1'bz}};  
        end
    end
endmodule
==> ./run.sh <==
#!/bin/bash
# OpenROAD 26Q1-2900-gdf79404cd8, Yosys 0.63+post, stock flow scripts
make -C /OpenROAD-flow-scripts/flow DESIGN_CONFIG=/design/flow/config.mk WORK_HOME=/design/flow/orfs finish
==> ./config.mk <==
export PLATFORM = sky130hd
export DESIGN_NAME = alu_16op
export DESIGN_NICKNAME = alu_16op
export VERILOG_FILES = /design/flow/design.v
export SDC_FILE = /design/flow/constraint.sdc
export NUM_CORES = 4
export LEC_CHECK = 1
export CORE_UTILIZATION = 50
==> ./constraint.sdc <==
current_design alu_16op

set clk_period 19.7
set clk_io_pct 0.2

create_clock -name clk0 -period $clk_period

set non_clock_inputs [all_inputs -no_clocks]
set_input_delay [expr $clk_period * $clk_io_pct] -clock clk0 $non_clock_inputs
set_output_delay [expr $clk_period * $clk_io_pct] -clock clk0 [all_outputs]
==> changes_impl.md <==
## Flow update

- Die Y: 148 µm
- Inst Count DP: 2162
- Post-layout period usage: 165%
- Fillers: 1170
- Largest net degree at the start of global routing: 30
- Total power: 0.00295 W
- Slew Viols, Final: 0
- # diodes: 0
- Initial antenna violation count: 1
- TNS Setup: -53.18 ns
- Die area: 21800 µm²
- Most numerous cell in the Yosys netlist: ha_1
- Port buffer count: 40
- Hold Vio Cnt, Final: 0
- Layout cells sized above 1: 41.0%
- Final worst slack: -12.89 ns
- Post-synth top cells: ha_1 (206), nor2_1 (153), a21oi_1 (115)
- DRT iter0 DRCs: 852
- Clkbuf count: 0
- Max_slew headroom: 51.2%
- Hold crit path type: primary input to output port
- Int Power: 0.00164 W
- Hold_buf cts: 0
- Max_cap viols: 0
- Net switching fraction of the power: 44.3%
- Gate Count Post-Synth: 1453
- # Cells Yosys: 1453
- Yosys stat chip area: 10600 µm²
- Core area: 20600 µm²
- GRT Overall Usage: 37.2%
- Total Wirelength: 42.4 mm
- Highest Clock Rate: 0.0307 GHz
- Largest stage delay, worst path: 0.48 ns
- RSZ-0062 raised after global routing: yes
- Vias post-DR: 13.7k
- CP top delay family: AND-OR/OR-AND gates
- Std cell rows: 52
- Logic pwr share: 100.0%
- Yosys top cell by area: ha_1
- Mean number of vias per cell: 5.83
- Placer congestion estimate: 0.975
- Clk network pwr share: 0%
- Critical path buffers and inverters: 26
- Final setup viols: 8
- Sequential share of power: 0%
- CP max FO: 6
- CP Data Arrival Time: 28.65 ns
- Pre-CTS setup slack: -13.57 ns
- Worst setup SP type: primary input
- Tool warnings: 59
- Initial core utilization: 51.7%
- Register Area: 0 µm²
- Maximum VDD drop: 0.244 mV
- First drt pass iteration count: 5
- Min Tclk post-route: 32.59 ns
- Kind of critical path: primary input to output port
- Die W: 148 µm
- Status: finished with violations
- GR Overflow Total: 0
- Mapped Avg Cell Area: 7.31 µm²
- Final Non-Filler Cells: 2346
- Static leakage: 8.53 nW
- CP max stage cell: a2111o_1
- Psw: 0.00130 W
- Top cell type's share of synthesized area: 24.3%
- Crit path top cell by count: o21a_1
- CP Capture Type: output port
- Failing checks: negative setup slack
- DP HPWL: 28.3 mm
- Yosys warnings: 2
- Flop Count: 0
- Antenna-violating nets left: 0
- Slew @ Worst Pin: 0.731 ns
- DRC: 0
- Synthesis-to-finish area growth: 61.6%
- Top-Level Pins: 41
- Top cells by area: ha_1 (24%), fa_1 (7.4%), a21oi_1 (5.4%)
- Wire per inst: 18.1 µm
- Register share after synthesis: 0%
- First-pass GRT wire length: 64.2 mm
- Data required, critical path: 15.76 ns
- Pwr Density: 172 nW/µm²
- Vias in the first global route: 13.1k
- Cell area after synthesis: 10600 µm²
- Yosys cell types: 97
## placed cells by master, fill, tap and decap left out, drive strengths merged, types with 5 or more instances in the layout
cell,synthesis,routed
a21boi,10,10
a31oi,10,10
fa,39,39
o2111ai,7,7
mux2i,14,14
o21ai,68,68
a221o,6,6
a21o,34,34
or3,17,17
mux2,31,31
clkdlybuf4s50,0,27
ha,206,206
a22oi,12,12
nor2b,14,14
o21a,52,52
xor2,22,22
nand3,31,31
nor4,15,15
nor2,153,153
a2111oi,9,9
o22ai,11,11
a211oi,6,6
nor3,72,72
and3,5,5
o31ai,21,21
or2,14,14
o211ai,16,16
o221ai,6,6
o21bai,13,13
inv,104,102
a21oi,116,116
buf,15,635
and2,19,19
nand4,12,12
nand2,106,106
xnor2,48,48
nand2b,14,14
conb,1,8
## path summary, 6_finish.rpt
| check | cells past startpoint | end | slack, ns | start |
|---|---|---|---|---|
| hold / removal | 6 | alu_out[1] | 8.63 | b_in[1] |
| setup / recovery | 138 | alu_out[0] | -12.89 | b_in[0] |
## cells by family (layout without fill, tap and decap cells)
kind of cell / after synthesis / after routing / synth area share [%]
AND/OR/NAND/NOR: 496 / 496 / 23.1
AND-OR/OR-AND: 441 / 441 / 28.8
adder cells (fa/ha/maj): 246 / 246 / 31.7
buffers and inverters: 154 / 770 / 5.86
XOR/XNOR: 70 / 70 / 5.77
multiplexers: 45 / 45 / 4.71
other: 1 / 8 / 0.0353
## power groups by stage
stage | combinational [W] | clock, W | sequential (W)
CTS | 0.00266 | 0 | 0
global route | 0.00317 | 0 | 0
finish | 0.00295 | 0 | 0
## final cells by class
class                      instances  area [µm²]  area share, %
multi-input combinational       1306       11200           65.0
timing repair buffer             666        5270           30.7
inverter                         104         398           2.32
tap                              270         338           1.97
## per-layer routing
layer	GRT usage [%]	part of all wire (%)	wire [µm]	up-vias
met1	51.4	45	19200	6372
met2	59.8	44	18500	572
met3	6.20	7.2	3040	114
met5	0	0.035	15	-
li1	-	-	-	6624
met4	11.2	3.7	1560	2
## repair_timing
action                                  CTS  global route
resized                                 146            66
cloned                                    1             0
setup buffers                           147            43
endpoints found under the hold margin     0             0
endpoints found under the setup margin    8             8
pin swaps                                85            56
## metrics by stage
stage                     instance area (µm²)  util (%)  hold slack, ns
after floorplan                         11200         -            8.12
after global placement                  15000      72.8            9.19
after detailed placement                15000      72.8            9.21
after CTS                               16600      80.8            8.63
after global routing                    17200      83.5            8.66
final                                   17200      83.5            8.63
Power figures rest on the tool's default switching activity, not on a simulated workload.
